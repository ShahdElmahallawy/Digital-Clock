## ./run.sh

```bash
#!/bin/bash
# OpenROAD 26Q1-2900-gdf79404cd8, Yosys 0.63+post, stock flow scripts
make -C /OpenROAD-flow-scripts/flow DESIGN_CONFIG=/design/flow/config.mk WORK_HOME=/design/flow/orfs finish
```

## ./config.mk

```make
export PLATFORM = sky130hd
export DESIGN_NAME = Counter
export DESIGN_NICKNAME = Counter
export VERILOG_FILES = /design/flow/design.v
export SDC_FILE = /design/flow/constraint.sdc
export NUM_CORES = 4
export LEC_CHECK = 1
export CORE_AREA = 10 10 70 70
export DIE_AREA = 0 0 80 80
```

## ./constraint.sdc

```tcl
current_design Counter

set clk_period 1.0
set clk_io_pct 0.2

create_clock -name clk0 -period $clk_period [get_ports {clk}]

set non_clock_inputs [all_inputs -no_clocks]
set_input_delay [expr $clk_period * $clk_io_pct] -clock clk0 $non_clock_inputs
set_output_delay [expr $clk_period * $clk_io_pct] -clock clk0 [all_outputs]
```

## ./design.v

```verilog
module Counter #(parameter n=4, m=6) (input clk, rst, en , output reg [n-1:0] count);  
always@(posedge clk, posedge rst)
begin 
if (rst == 1)
count <= 0;
else
begin
    if (en ==1) 
    begin
        if (count == m-1)
        count<=0;
        else 
        count <=count+1;
    end
    else 
    count<=count;
end
end
endmodule 
```

==> flow_summary.toml <==
# generated from flow reports
[die]
die_x_um = 80
initCoreUtil_pct = 5.27
pin_count = 7
chip_area_mm2 = 0.00640
die_h_um = 80
core_mm2 = 0.00342
rows = 21

[power_and_ir_drop]
power_density_mw_per_mm2 = 2690
p_leak_nw = 0.166
p_sw_share_pct = 31.4
p_int_uw = 660
p_seq_share_pct = 29.3
clockPowerShare_pct = 21.1
share_comb_of_total_power_pct = 49.7
ir_drop_mv = 1.22
p_sw_uw = 303
power_uw = 963

[routing]
vias_per_cell = 2.22
vias = 171
drc_errors = 0
final_antenna_net_count = 0
drt_iter0_drc = 0
wl_per_cell_um = 7.34
first_pass_iters = 1
routed_wirelength_um = 565
antennaDiodeCount = 0

[synthesis]
ys_sh_adder_pct = 0
syn_area_per_cell_um2 = 11.3
yosysChipArea_um2 = 180
ys_sh_aoi_pct = 9.72
syn_inst = 16
ys_ff = 4
mux_area_share_pct = 0
ys_cells = 16
ys_sh_simple_pct = 22.9
ys_warn_count = 1
syn_area_um2 = 180
yosysUniqueCellTypes = 13
ys_sh_xor_pct = 9.72
synth_seq_share_pct = 55.6
logic_family = "simple AND/OR/NAND/NOR gates"

[cells_and_area]
most-common-layout-cells = "dfrtp_1 (4), buf_4 (4), clkbuf_4 (3)"
regMostFlops = "count"
finalNonFillerCells = 77
syn2layout_area_growth_pct = 98.6
reg_top3 = "count x4"
largest_register_ffs = 4
drive_gt1_share_pct = 51.6
final_area_um2 = 358
fill_cells = 400

[place]
dp.cells = 73
numPortBuffers = 6
routabilityCongestion = 0.705
placed_cell_area_um2 = 335
pre_cts_slack_ps = -200

[global_route]
grtUsageMet1_pct = 2.41
antenna_found_initial = 0
track_usage_pct = 1.83
grt.overflow.total = 0
grt_pass1_wl_um = 828
grt_pass1_vias = 184
grt_use_met3_pct = 1.82
met2_usage_pct = 2.09
grt_max_degree = 6
busiest_layer = "met1"

[clock_network]
path_clk_slew_ps = 40
cts_sinks = 4
clock_latency_ps = 240
cts_htree_levels = 1
cts_tree = "yes"
cts_made_buffers = 3
clockBufferDepth = 2
cts_hold_buffers = 0
root_buffer = "clkbuf_4"

[setup_path]
crit_fanout = 3
start_kind = "flop"
r2r_slack_ps = 20
critPathArrivalTime_ps = 1110
required_ps = 1130
end_kind = "flop"
worst-setup-path-type = "flop to flop"

[timing]
rsz0062_at_grt = "yes"
finalCritPeriodShare_pct = 97.9
worst_pin_slew_ps = 185
finClkSkew_ps = 5.52
slew_viol_final = 0
max_freq_mhz = 1020
final_hold_viol_count = 0
timing.slew.headroom_pct = 87.7
period_minus_slack_ps = 979
setup_viol = 0
setup_ws_ps = 20.9

[flow_run]
warning_count = 27
drv_cap = 0

[min_path]
hold_class = "primary input to asynchronous set/reset pin"

[outcome]
run_status = "finished clean"
power groups by stage:
stage,Clock [mW],Combinational [mW],Sequential [mW]
6_report,0.203,0.478,0.282
5_1_grt,0.220,0.537,0.292
4_1_cts,0.208,0.461,0.279
critical path, stage by stage, from the launching register on:
cell and delay, ps:
dfrtp_1 380, buf_6 120, and2b_1 190, nor3_2 40, a21o_1 140
cell families after synthesis:
kind of cell,Yosys count
compound gates,3
simple gates,6
flops,4
xor+xnor,2
buf+inv,1
stage by stage:
| stage | setup TNS, ps | hold WS (ps) | util, % |
|---|---|---|---|
| after floorplan | 0 | -33.9 | - |
| after global placement | -518 | 390 | 9.82 |
| final | 0 | 150 | 10.5 |
| after global routing | -28.0 | 155 | 10.5 |
| after detailed placement | -716 | 406 | 9.82 |
| after CTS | -12.5 | 150 | 10.4 |
layout make-up:
type / count / area (um^2) / share of cell area, %
Clock buffer: 3 / 22.5 / 6.29
Inverter: 1 / 3.75 / 1.05
Multi-Input combinational cell: 11 / 78.8 / 22.0
Sequential cell: 4 / 100 / 28.0
Tap cell: 46 / 57.6 / 16.1
Timing Repair Buffer: 12 / 95.1 / 26.6
repair_timing:
action	4_1_cts	5_1_grt
gates resized	11	7
buffers inserted	1	0
endpoints found under the setup margin	4	5
path summary, 6_finish.rpt:
kind | start | endpoint | depth (start not counted)
worst max-delay path | count[3] | count[1] | 4
worst min-delay path | rst | count[1] | 2
worst max register to register | count[3] | count[1] | 4
worst min register to register | count[2] | count[2] | 2
max in group asynchronous | rst | count[3] | 2
min in group clk0 | en | count[2] | 3
metal layers:
layer,vias to the layer above,wire (um)
li1,84,-
met1,76,299
met2,11,187
met3,0,77
met4,0,0
met5,-,0
cell usage after synthesis:
library cell / instances / share of area (%)
dfrtp_1: 4 / 56
a21o_1: 1 / 4.2
and2b_1: 1 / 4.2
inv_1: 1 / 2.1
nand2_2: 1 / 3.5
nand3_1: 1 / 2.8
nand4_1: 1 / 3.5
nor2b_1: 1 / 3.5
nor3_2: 1 / 5.6
o21ai_0: 1 / 2.8
o21ai_1: 1 / 2.8
xnor2_1: 1 / 4.9
xor2_1: 1 / 4.9
No activity file was given, so power comes from the tool's default toggle rates.
