File: flow/run.sh
#!/bin/bash
# OpenROAD 26Q1-2900-gdf79404cd8, Yosys 0.63+post, stock flow scripts
make -C /OpenROAD-flow-scripts/flow DESIGN_CONFIG=/design/flow/config.mk WORK_HOME=/design/flow/orfs finish
File: flow/config.mk
export PLATFORM = sky130hd
export DESIGN_NAME = bin4to7seg
export DESIGN_NICKNAME = bin4to7seg
export VERILOG_FILES = /design/flow/design.v
export SDC_FILE = /design/flow/constraint.sdc
export NUM_CORES = 4
export LEC_CHECK = 1
export CORE_AREA = 10 10 70 70
export DIE_AREA = 0 0 80 80
File: flow/constraint.sdc
current_design bin4to7seg

set clk_period 1.1
set clk_io_pct 0.2

create_clock -name clk0 -period $clk_period

set non_clock_inputs [all_inputs -no_clocks]
set_input_delay [expr $clk_period * $clk_io_pct] -clock clk0 $non_clock_inputs
set_output_delay [expr $clk_period * $clk_io_pct] -clock clk0 [all_outputs]
File: flow/design.v
module bin4to7seg(input [3:0]binary, output reg [6:0]seg7); 
always @(binary)
begin
if (binary==4'b0000)
seg7=7'b0000001;
else if (binary ==4'b0001)
seg7=7'b1001111;
else if (binary ==4'b0010)
seg7=7'b0010010;
else if (binary ==4'b0011)
seg7=7'b0000110;
else if (binary ==4'b0100)
seg7=7'b1001100;
else if (binary ==4'b0101)
seg7=7'b0100100;
else if (binary ==4'b0110)
seg7=7'b0100000;
else if (binary ==4'b0111)
seg7=7'b0001111;
else if (binary ==4'b1000)
seg7=7'b0000000;
else if (binary ==4'b1001)
seg7=7'b0000100;
else
seg7=7'b1111111;
end
endmodule
==> summary.txt <==
Flip-flop and latch area: 0 um^2
Via count of the first global-routing pass: 252
Routed length per placed instance: 9.21 um
Most used cells in the layout excluding fill and tap cells: 11 x sky130_fd_sc_hd__buf_6, 8 x sky130_fd_sc_hd__buf_4, 6 x sky130_fd_sc_hd__buf_2, 3 x sky130_fd_sc_hd__o21ai_1, 2 x sky130_fd_sc_hd__inv_1
Placer's final routability congestion estimate: 0.755
Synth mux share: 0
Most common logic cell in the routed design: sky130_fd_sc_hd__buf_6
CP peak stage delay: 0.54 ns
Fraction of power spent switching nets: 0.364
Crit path DAT: 1.14 ns
ANT cells: 0
Category of cells accounting for the largest share of critical-path delay: simple AND/OR/NAND/NOR gates
Sequential share of power: 0
Smallest setup slack after layout: -0.264 ns
Crit path cell chain: buf_8 -> or4b_4 -> buf_6 -> o211ai_2 -> buf_2
Setup repair after global routing missed its margin: yes
Average vias per placed instance: 2.96
Floorplan Core Area: 3420 um^2
Failing checks: setup timing
Std cell rows: 21
Cell area after technology mapping: 180 um^2
Instance area after placement: 372 um^2
Worst-case setup slack after placement: -0.920 ns
Final sequential cell count: 0
Fraction of layout cells with a size suffix above 1: 0.800
Wire length of the first global-routing pass: 1320 um
Residual antenna-violating net count after detailed routing: 0
Run status: finished with violations
Maximum number of pins on one net before global-route repair: 8
Top achievable clock speed: 733 MHz
Top logic cell family in the synthesized netlist: AND-OR/OR-AND gates
Yosys stat chip area: 180 um^2
Post-Synth AOI/OAI Area: 0.528
Largest fanout of any net on the critical path: 2
Data required, critical path: 0.88 ns
Synthesized-area fraction occupied by adder cells: 0
Number of failing hold endpoints at the final stage: 0
Final critical path time including I/O delays and setup: 1.36 ns
Sequential area share after synthesis: 0
Endpoint class of the critical path: output pin
Die Y-Extent: 80 um
Areal power density over the cells: 360 nW/um^2
Combinational cell fraction of total power: 1.000
Floorplan core density: 0.0527
Number of setup violations in the final report: 5
Peak supply drop: 0.0607 mV
Start-to-end type of the worst setup path: input port to output pin
DRC violations left: 0
Count of unique library cells instantiated by Yosys: 20
Static leakage: 0.215 nW
Number of optimization iterations in the first detailed-route pass: 2
Post-Layout Inst Area: 507 um^2
Clock network power share: 0
Crit path to: seg7[3]
CP startpoint kind: input port
Min-Delay Path Class: input port to output pin
Cell count along the critical path: 5
Switching power of the nets: 0.0664 mW
Via count: 284
Area growth syn-to-layout: 181%
Cells after synthesis: 27
Area fraction in and, or, nand and nor cells after synthesis: 0.313
Violation count after the first detailed-routing iteration: 3
Average instance area after synthesis: 6.67 um^2
Worst Max-Slew Pin Slew: 0.147 ns
XORs/XNORs by Area: 0
Number of top-level pins: 11
Worst rel slew slack: 0.902
Port buffer count: 11
Routed WL: 884 um
Total cells reported by yosys after synthesis: 27
Total of clock buffers placed in the layout: 0
Number of maximum-capacitance violations: 0
Die Area: 6400 um^2
Antenna violations before repair: 0
Log Warnings: 34
Placed wire-length estimate: 578 um
Yosys Warn Count: 1
Library cell contributing the largest single delay on the critical path: sky130_fd_sc_hd__or4b_4
Total grt overflow: 0
Crit path from: binary[2]
Number of buffers and inverters on the critical path: 3
Final period utilization: 1.24
Number of buffers inserted for hold repair after clock tree synthesis: 0
Internal power: 0.116 mW
Total routing resource utilization after global routing: 0.0247
Number of max-slew violations in the final report: 0
Horiz. Die Dim: 80 um
## worst min path at each step
| stage | from | to | slack, ns | cells past startpoint |
|---|---|---|---|---|
| finish | binary[2] | seg7[6] | 0.77 | 4 |
| global route | binary[2] | seg7[6] | 0.79 | 4 |
| CTS | binary[2] | seg7[0] | 0.82 | 4 |
## cells by family after synthesis
kind of cell | Yosys count
compound gates | 12
buf+inv | 6
simple gates | 9
## cell type report
cell class / count / area, um^2
well taps: 46 / 57.6
fillers: 390 / 2910
inverters: 2 / 7.51
multi-input cells: 21 / 208
repair buffers: 27 / 234
## synth_stat cells
cell / count / area (um^2)
sky130_fd_sc_hd__buf_4: 1 / 7.51
sky130_fd_sc_hd__o2bb2a_1: 1 / 10.0
sky130_fd_sc_hd__buf_2: 2 / 10.0
sky130_fd_sc_hd__o211ai_2: 1 / 12.5
sky130_fd_sc_hd__o211ai_1: 1 / 7.51
sky130_fd_sc_hd__o21ba_2: 2 / 20.0
sky130_fd_sc_hd__o221ai_1: 1 / 8.76
sky130_fd_sc_hd__nor2_1: 2 / 7.51
sky130_fd_sc_hd__clkbuf_1: 1 / 3.75
sky130_fd_sc_hd__a21boi_0: 1 / 7.51
sky130_fd_sc_hd__a21oi_1: 1 / 5.00
sky130_fd_sc_hd__inv_1: 2 / 7.51
sky130_fd_sc_hd__nand3_1: 2 / 10.0
sky130_fd_sc_hd__or3b_1: 1 / 8.76
sky130_fd_sc_hd__or3_1: 1 / 6.26
sky130_fd_sc_hd__o22a_1: 1 / 8.76
sky130_fd_sc_hd__o21ai_0: 3 / 15.0
sky130_fd_sc_hd__nor2b_1: 1 / 6.26
sky130_fd_sc_hd__nand2_1: 1 / 3.75
sky130_fd_sc_hd__or4b_4: 1 / 13.8
## through the flow
step           instances   util  power, mW  hold WS (ns)  TNS [ns]
5_1_grt               96  0.148      0.199         0.792    -0.999
3_5_place_dp          86  0.109      0.132          1.53     -5.80
6_report              96  0.148      0.182         0.769    -0.790
4_1_cts               92  0.133      0.161         0.821    -0.623
2_1_floorplan         27      -     0.0512         0.571         0
3_3_place_gp          86  0.109      0.130          1.52     -5.80
## repair_timing
action	CTS	global route
buffers inserted	6	4
endpoints found under the hold margin	0	0
setup endpoints to repair	7	6
resized	61	9
cloned	0	0
pin swaps	7	4
## per-layer routing
metal  wire length [um]  global-route usage
met3                 78             0.00909
met5                  0                   0
met2                385              0.0337
met1                420              0.0376
met4                  0                   0
## power by group through the flow
stage     combinational (mW)  clock, mW  sequential (mW)
4_1_cts                0.161          0                0
6_report               0.182          0                0
5_1_grt                0.199          0                0
Power and IR drop assume default switching activity.
